==> flow/design.v <==
module back_controller(input [7:0] keycode0, keycode1,
							  input CLK,
							  input reset, ts_colide, bs_collide,
							  output logic [3:0] tracker, tracker2,
							  output logic [10:0] background_number,  
							  output [3:0] HEXstate
);
		enum logic [5:0] {StartScreen,
							Green1,
							Green2,
							Green3,
							Leaf1,
							Leaf2, 
							Leaf3,
							EndScreen
							}	state, next_state;
		always_ff @ (posedge CLK)
		begin
				if(background_number == 10'b00_0000_0000)
						tracker <= 0; 
				else if (ts_colide)
					tracker <= tracker + 1; 
				else if(bs_collide)
					tracker <= tracker -1;
				else 
					tracker <= tracker;
		end
		always_ff @ (posedge CLK)
		begin
				if (reset)
					state <= StartScreen;  
				else
					state <= next_state;
		end
			always_comb
		begin 
				next_state = state;
				background_number = 10'h0;
			unique case(state)
			StartScreen:	
				if((keycode0 == 8'h2C))  
					next_state = Green1;		
				else
					next_state = StartScreen;	
			Green1:
				if((tracker == 1) || (keycode0 == 8'h1e))	 
					next_state = Green2;					
				else					
					next_state = Green1;
			Green2:
				if((tracker == 2) || (keycode0 == 8'h1f))  
					next_state = Green3;
				else if((tracker == 1))
					next_state = Green1;
				else
					next_state = Green2;
			Green3:
				if((tracker == 3) || (keycode0 == 8'h20))  
					next_state = Leaf1;
				else if((tracker == 2))
					next_state = Green2;
				else
					next_state = Green3;		
			Leaf1:
				if((tracker == 4) || (keycode0 == 8'h21))   
					next_state = Leaf2;
				else if((tracker == 3))
					next_state = Green3;
				else
					next_state = Leaf1;
			Leaf2:
				if((tracker == 5) || (keycode0 == 8'h22))  
					next_state = Leaf3;
				else if((tracker == 4))
					next_state = Leaf1;
				else
					next_state = Leaf2;
			Leaf3:
				if((tracker == 6) || (keycode0 == 8'h23))   
					next_state = EndScreen;
				else if((tracker == 5))
					next_state = Leaf2;
				else
					next_state = Leaf3;					
			EndScreen:	
				if((keycode0 == 8'h15))  
						next_state = StartScreen;			
				else
					next_state = EndScreen;
			endcase
			unique case(state)
			StartScreen:
				begin
					background_number[0] = 1'b1;  
					HEXstate = 4'b0000;  
					tracker2 = 0;
				end
			Green1:
				begin
					background_number[1] = 1'b1;  
					HEXstate = 4'b0001;  
					tracker2 = 1;
				end
			Green2:
				begin
					background_number[2] = 1'b1;  
					HEXstate = 4'b0010;  
					tracker2 = 2;
				end
			Green3:
				begin
					background_number[3] = 1'b1;  
					HEXstate = 4'b0011;  
					tracker2 = 3;
				end	
			Leaf1:		
				begin
					background_number[4] = 1'b1;  
					HEXstate = 4'b0010;  
					tracker2 = 4;
				end
			Leaf2:		
				begin
					background_number[5] = 1'h1;  
					HEXstate = 4'b0101;  
					tracker2 = 5;
				end
			Leaf3:		
				begin
					background_number[6] = 1'h1;  
					HEXstate = 4'b0110;  
					tracker2 = 6;
				end
			EndScreen:		
				begin
					background_number[7] = 1'h1;  
					HEXstate = 4'b0111;  
					tracker2 = 7;
				end
			default :
				begin
					background_number = 10'h0; 
					HEXstate = 4'b1010;  
					tracker2 = 0;
				end	
			endcase		
		end
	endmodule
==> flow/run.sh <==
#!/bin/bash
# OpenROAD 26Q1-2900-gdf79404cd8, Yosys 0.63+post, stock flow scripts
make -C /OpenROAD-flow-scripts/flow DESIGN_CONFIG=/design/flow/config.mk WORK_HOME=/design/flow/orfs finish
==> flow/config.mk <==
export PLATFORM = sky130hd
export DESIGN_NAME = back_controller
export DESIGN_NICKNAME = back_controller
export VERILOG_FILES = /design/flow/design.v
export SDC_FILE = /design/flow/constraint.sdc
export NUM_CORES = 4
export LEC_CHECK = 1
export CORE_AREA = 10 10 97 97
export DIE_AREA = 0 0 107 107
==> flow/constraint.sdc <==
current_design back_controller

set clk_period 4.9
set clk_io_pct 0.2

create_clock -name clk0 -period $clk_period [get_ports {CLK}]

set non_clock_inputs [all_inputs -no_clocks]
set_input_delay [expr $clk_period * $clk_io_pct] -clock clk0 $non_clock_inputs
set_output_delay [expr $clk_period * $clk_io_pct] -clock clk0 [all_outputs]
==> impl_table.tex <==
% Yosys + OpenROAD metrics
\begin{tabular}{lr}
\hline
Metric & Value \\
\hline
\multicolumn{2}{l}{\textbf{Run status}} \\
\quad Outcome & complete, no violations \\
\multicolumn{2}{l}{\textbf{Worst setup path}} \\
\quad Maximum fanout count along the critical path & 6 \\
\quad Delay-heaviest family, CP & simple AND/OR/NAND/NOR gates \\
\quad Largest stage delay on the critical path & 0.58 ns \\
\quad Data required time at the worst endpoint & 5.06 ns \\
\quad Crit Path Class & primary input to register \\
\quad Type of origin of the critical path & primary input \\
\quad Crit. End Element & register \\
\quad CP Data Arrival Time & 3.21 ns \\
\quad Critical path, cell by cell & clkdlybuf4s50\_1 > or4b\_4 > o2111a\_1 > a221oi\_2 > o211ai\_2 > nor3b\_4 > and3\_1 \\
\quad Buf/Inv on CP & 1 \\
\quad Critical-path cell with the highest stage delay & sky130\_fd\_sc\_hd\_\_or4b\_4 \\
\multicolumn{2}{l}{\textbf{Power}} \\
\quad Sw Ratio & 30.7\% \\
\quad Combinational Power Share & 33.3\% \\
\quad Part of the power in the clock network & 28.2\% \\
\quad Leak Pwr & 0.000595 uW \\
\quad Power Density & 342 nW/um2 \\
\quad Share of total power in sequential cells & 38.5\% \\
\quad Net switching power of the design & 175 uW \\
\quad Cell-internal power & 395 uW \\
\quad Largest vdd supply drop & 0.000180 V \\
\multicolumn{2}{l}{\textbf{Logic synthesis}} \\
\quad Area share of fa/ha/maj cells after synthesis & 5.05\% \\
\quad Area leader share & 32.3\% \\
\quad Main logic family after synthesis & simple AND/OR/NAND/NOR gates \\
\quad EDFF count, synth & 0 \\
\quad Main area contributors after synthesis & sky130\_fd\_sc\_hd\_\_dfxtp\_1 (32\%), sky130\_fd\_sc\_hd\_\_ha\_1 (5.1\%), sky130\_fd\_sc\_hd\_\_buf\_4 (4.8\%) \\
\quad Seq share, synth & 32.3\% \\
\quad Mux contribution to synthesized area & 0.808\% \\
\quad Post-synthesis async set-or-reset flop share & 0\% \\
\quad Dominant register cell & sky130\_fd\_sc\_hd\_\_dfxtp\_1 \\
\quad Cell accounting for the most synthesized area & sky130\_fd\_sc\_hd\_\_dfxtp\_1 \\
\quad Cell total in the yosys stat output & 135 \\
\quad XOR Share, Synth & 2.12\% \\
\quad Cell area after synthesis & 1240 um2 \\
\quad Post-synthesis cell count & 135 \\
\quad Synth Area per Inst & 9.18 um2 \\
\quad AND-OR/OR-AND Cells, Area Fraction & 22.4\% \\
\quad Post-synthesis sequential element count & 20 \\
\quad Number of warning messages in the yosys log & 10 \\
\quad And+or+nand+nor area frac & 28.6\% \\
\quad Cell Type Count & 53 \\
\quad Yosys synthesis chip area & 1240 um2 \\
\multicolumn{2}{l}{\textbf{Hold path}} \\
\quad Worst hold path type & register to register \\
\multicolumn{2}{l}{\textbf{Drt}} \\
\quad Iteration-0 DRC Markers & 53 \\
\quad WL/cell & 12.0 um \\
\quad Total Wirelength & 3160 um \\
\quad Total inserted antenna cells & 0 \\
\quad First-pass DRT Iterations & 4 \\
\quad DR DRC count & 0 \\
\quad Residual antenna-violating net count after detailed routing & 0 \\
\quad DR vias & 1102 \\
\quad Via count normalized by instance count & 4.21 \\
\multicolumn{2}{l}{\textbf{Global route}} \\
\quad Wire length of the first global-routing pass & 5120 um \\
\quad GRT Total Usage & 5.32\% \\
\quad Initial antenna violation count & 0 \\
\quad Via count of the first global-routing pass & 1031 \\
\quad Maximum number of pins on one net before global-route repair & 13 \\
\quad Remaining global-route overflow & 0 \\
\multicolumn{2}{l}{\textbf{Clocking}} \\
\quad Cts bufs inserted & 3 \\
\quad Post-CTS Setup Bufs & 0 \\
\quad Number of gates given a new drive strength after cts & 0 \\
\quad CTS tree & built \\
\quad Clock latency at the later pin of the worst-skew pair & 0.26 ns \\
\quad Clock Sink Count & 20 \\
\quad H-tree levels & 1 \\
\quad CTS max path bufs & 2 \\
\quad CTS Root Cell & sky130\_fd\_sc\_hd\_\_clkbuf\_8 \\
\quad Number of hold-repair buffers added at the cts stage & 0 \\
\quad Clk pin slew, worst setup/hold paths & 0.07 ns \\
\multicolumn{2}{l}{\textbf{Floorplan}} \\
\quad Y dimension of the die & 107 um \\
\quad Row cnt & 31 \\
\quad Die Size & 11400 um2 \\
\quad Floorplan Utilization & 17.0\% \\
\quad Die Width & 107 um \\
\quad Number of placed I/O pins & 43 \\
\quad Floorplan core area & 7290 um2 \\
\multicolumn{2}{l}{\textbf{Flow run}} \\
\quad Number of warning messages in the logs & 37 \\
\quad Maximum Capacitance Violations & 0 \\
\multicolumn{2}{l}{\textbf{Final layout}} \\
\quad Layout overhead on the synthesized area & 34.6\% \\
\quad Count of placed standard cells in the final layout, fillers left out & 262 \\
\quad Fraction of layout cells with a size suffix above 1 & 10.4\% \\
\multicolumn{2}{l}{\textbf{Placement}} \\
\quad Post-detailed-placement half-perimeter wirelength & 2580 um \\
\quad \# placed instances & 258 \\
\quad Port buffer count & 29 \\
\quad Gp weighted congestion & 0.900 \\
\multicolumn{2}{l}{\textbf{STA}} \\
\quad Minimum clock period & 3.05 ns \\
\quad Number of hold violations in the final report & 0 \\
\quad Post-layout period usage & 62.3\% \\
\quad Slew Limit Headroom & 46.9\% \\
\quad Final setup vio count & 0 \\
\quad Worst Tran Pin Value & 0.790 ns \\
\quad Maximum clock frequency & 0.328 GHz \\
\quad Setup tns final & 0 ns \\
\quad Largest clock skew in the final design & 0.00677 ns \\
\quad Setup repair after global routing missed its margin & no \\
\quad Final tally of max-slew violations & 0 \\
\hline
\end{tabular}
==> Yosys cell counts (2+ instances only) <==
cell type and number:
sky130_fd_sc_hd__a21oi_1 5, sky130_fd_sc_hd__a31o_1 2, sky130_fd_sc_hd__a31oi_1 3, sky130_fd_sc_hd__and2_1 3, sky130_fd_sc_hd__and3_1 2, sky130_fd_sc_hd__buf_4 8
sky130_fd_sc_hd__dfxtp_1 20, sky130_fd_sc_hd__ha_1 5, sky130_fd_sc_hd__inv_1 3, sky130_fd_sc_hd__inv_2 3, sky130_fd_sc_hd__nand2_1 6, sky130_fd_sc_hd__nand2b_1 3
sky130_fd_sc_hd__nand3_1 6, sky130_fd_sc_hd__nand4_1 2, sky130_fd_sc_hd__nor2_1 8, sky130_fd_sc_hd__nor2b_1 4, sky130_fd_sc_hd__nor3_1 5, sky130_fd_sc_hd__nor4_1 2
sky130_fd_sc_hd__nor4b_2 2, sky130_fd_sc_hd__o2111a_1 2, sky130_fd_sc_hd__o21ai_0 4, sky130_fd_sc_hd__o21ai_1 2, sky130_fd_sc_hd__o41ai_1 2, sky130_fd_sc_hd__or4b_1 2
sky130_fd_sc_hd__xnor2_1 3
==> cell usage in the layout, fill, tap and decap left out, types with 5 or more instances in the layout <==
master,n
sky130_fd_sc_hd__ha_1,5
sky130_fd_sc_hd__dfxtp_1,20
sky130_fd_sc_hd__a21oi_1,5
sky130_fd_sc_hd__nor3_1,5
sky130_fd_sc_hd__nand3_1,6
sky130_fd_sc_hd__nand2_1,6
sky130_fd_sc_hd__nor2_1,8
sky130_fd_sc_hd__conb_1,5
sky130_fd_sc_hd__clkdlybuf4s50_1,29
==> routing by layer <==
metal / wire, um / global-route usage [%]
met5: 0 / 0
met4: 39 / 0.774
met3: 169 / 1.33
met2: 1470 / 8.69
met1: 1480 / 7.08
==> logic make-up (layout without fill, tap and decap cells) <==
family / Yosys count / count (layout)
AND-OR/OR-AND: 34 / 34
XOR/XNOR: 3 / 3
adder cells (fa/ha/maj): 5 / 5
buffers and inverters: 17 / 41
flip-flops: 20 / 20
multiplexers: 1 / 1
other: 1 / 5
AND/OR/NAND/NOR: 54 / 54
==> area by class of cell <==
cell class,count,area [um2]
Tap cell,99,124
Clock inverter,1,30.0
Sequential cell,20,400
Inverter,8,32.5
Clock buffer,3,41.3
Fill cell,819,5620
Multi-Input combinational cell,102,749
Timing Repair Buffer,29,290
==> final timing paths <==
kind / startpoint / to / slack (ns) / depth (start not counted)
worst min register to register: background_number[7] / tracker[0] / 0.58 / 2
worst max-delay path: keycode0[7] / background_number[2] / 1.85 / 7
worst max register to register: tracker[0] / background_number[2] / 2.42 / 8
worst min-delay path: background_number[7] / tracker[0] / 0.58 / 2
==> power by group through the flow <==
stage | combinational [uW] | clock, uW | sequential (uW)
final | 190 | 161 | 220
after global routing | 218 | 173 | 225
after CTS | 191 | 165 | 221
==> per-stage QoR <==
stage                     hold WS [ns]  utilization [%]  setup slack, ns  cell area [um2]  power (uW)
after global routing             0.624             22.9             1.71             1670         617
after floorplan                  0.485                -             2.24             1250         342
after detailed placement         0.570             21.9             1.58             1600         414
after global placement           0.557             21.9             1.59             1600         415
final                            0.581             22.9             1.85             1670         571
after CTS                        0.587             22.9             1.85             1670         577
==> registers in the layout, indices dropped and copies added (netlist names) <==
| signal | cells |
|---|---|
| HEXstate | 2 |
| tracker2 | 3 |
| state | 3 |
| background_number | 8 |
| tracker | 4 |
==> tightest hold or removal path, cell delays in order, from the launching register on <==
cell                      delay [ns]
sky130_fd_sc_hd__dfxtp_1        0.33
sky130_fd_sc_hd__nor4_1         0.09
sky130_fd_sc_hd__a21oi_1        0.12
No activity file was given, so power comes from the tool's default toggle rates.
